**design/flow/run.sh**
```bash
#!/bin/bash
# OpenROAD 26Q1-2900-gdf79404cd8, Yosys 0.63+post, stock flow scripts
make -C /OpenROAD-flow-scripts/flow DESIGN_CONFIG=/design/flow/config.mk WORK_HOME=/design/flow/orfs finish
```
**design/flow/config.mk**
```make
export PLATFORM = sky130hd
export DESIGN_NAME = mcsb
export DESIGN_NICKNAME = mcsb
export VERILOG_FILES = /design/flow/design.v
export SDC_FILE = /design/flow/constraint.sdc
export NUM_CORES = 4
export LEC_CHECK = 1
export CORE_AREA = 10 10 99 99
export DIE_AREA = 0 0 109 109
```
**design/flow/constraint.sdc**
```tcl
current_design mcsb

set clk_period 2.1
set clk_io_pct 0.2

create_clock -name clk0 -period $clk_period [get_ports {adl_l}]
create_clock -name clk1 -period $clk_period [get_ports {arb_grant_l}]
create_clock -name clk2 -period $clk_period [get_ports {clk14}]
create_clock -name clk3 -period $clk_period [get_ports {cmd}]

set non_clock_inputs [all_inputs -no_clocks]
set_input_delay [expr $clk_period * $clk_io_pct] -clock clk0 $non_clock_inputs
set_output_delay [expr $clk_period * $clk_io_pct] -clock clk0 [all_outputs]
```
**design/flow/design.v**
```verilog
`timescale 1ns / 1ps
module mcsb(
    input cd_setup_l,
    output cd_sfdbk,
    input chreset,
	 input clk14,
    output cd_chrdy_l,
    output cd_ds16,
	 output chck_l,
	 input refresh,
    input adl_l,
    input cmd,
    input m_io,
    input s0_w_l,
    input s1_r_l,
    input [15:0] a,
    inout [7:0] d,
    output preempt_l,
	 output burst_l,
	 inout [3:0] arb,
	 input arb_grant_l,
	 input tc_l,
    input dreq,
	 output dack_l,
    output bufen_l,
    output bufdir,
    output ior_l,
    output iow_l,
    output ym_cs_l,        
	 output joy_cs_l,       
	 output cms1_6_cs_l,    
	 output cms7_12_cs_l,   
	 output dsp_rst_cs_l,   
	 output dav_cs_l,       
	 output dsp_wr_cs_l,    
	 output dsp_rd_cs_l,    
    output latched_a0,     
	 input  cms_dtack_l,     
    input irq_in,
	 output irq_2,
	 output  irq_3,
	 output  irq_5,
	 output  irq_7,
    output cden
    );
reg [3:0] addr_latched;
reg [7:0] pos_data_bus;
reg pos_reg0;
reg [7:0] pos_reg1;
wire [2:0] sb_pos_io_bits;
wire [1:0] sb_pos_dma_bits;
wire [1:0] sb_pos_irq_bits;
wire partial_select;
wire sb_io_selected;
wire joy_io_selected;
wire sb_joy_enable;
wire pos_read, pos_write;
reg cd_setup, fm_sel_latched, sb_sel_latched, joy_sel_latched;
wire cd_sel;
reg write, read, m_io_latched;
wire cms_cs;
wire cms_wr;
reg dmacycle;
wire arb_en;
wire dreq_gated;
wire preempt;
wire [3:0] arb_out;
reg [3:0] card_arb;
wire [3:0] arb_match;
wire arb_won;
wire dma_selected;
reg dma_sel_latched;
reg [5:0] cms_wr_tmr;
wire cms_wr_tmr_expire;
wire cms_wr_mask;
wire cms_wait;
assign chck_l = 1'bZ;
assign burst_l = 1'bZ;
assign cd_ds16 = 1'b0;
assign sb_pos_io_bits = pos_reg1[2:0];
assign sb_pos_dma_bits = pos_reg1[6:5];
assign sb_pos_irq_bits = pos_reg1[4:3];
assign sb_joy_enable = pos_reg1[7];
assign irq_2 = (irq_in & (sb_pos_irq_bits == 2'b00)) ? 1'b0 : 1'bZ;
assign irq_3 = (irq_in & (sb_pos_irq_bits == 2'b01)) ? 1'b0 : 1'bZ;
assign irq_5 = (irq_in & (sb_pos_irq_bits == 2'b10)) ? 1'b0 : 1'bZ;
assign irq_7 = (irq_in & (sb_pos_irq_bits == 2'b11)) ? 1'b0 : 1'bZ;
assign partial_select = ~m_io & cd_setup_l & cden;
assign sb_io_selected = (a[15:4] == {9'b000000100, sb_pos_io_bits}) & partial_select;
assign joy_io_selected = (a[15:3] == {13'b0000001000000}) &
                          partial_select & sb_joy_enable;
assign fm_io_selected = ((a[15:1] == {15'b000000111000100}) |
                         (a[15:1] == {9'b000000100, sb_pos_io_bits, 3'b100}))
								 & partial_select;
assign cd_sfdbk = (sb_io_selected | joy_io_selected | fm_io_selected);
always @ (negedge adl_l or posedge chreset)
begin
    if (chreset) begin
        addr_latched <= 4'b0000;
		  fm_sel_latched <= 1'b0;
		  sb_sel_latched <= 1'b0;
		  joy_sel_latched <= 1'b0;
		  dma_sel_latched <= 1'b0;
        m_io_latched <= 1'b0;
        cd_setup <= 1'b0;
        write <= 1'b0;
        read <= 1'b0;
    end else begin
        addr_latched <= a[3:0];
		  fm_sel_latched <= fm_io_selected;
		  sb_sel_latched <= sb_io_selected;
		  joy_sel_latched <= joy_io_selected;
		  dma_sel_latched <= dma_selected;
        m_io_latched <= m_io;
        cd_setup <= ~cd_setup_l;
        write <= ~s0_w_l;
        read <= ~s1_r_l;
    end
end
assign cms_wr_tmr_expire = cms_wr_tmr == 6'd34;
assign cms_wr_mask = (cms_wr_tmr == 6'd2) |
							(cms_wr_tmr == 6'd3) |
							(cms_wr_tmr == 6'd4);
always @ (posedge clk14 or posedge chreset)
begin
	if (chreset) begin
		cms_wr_tmr <= 6'b000000;
	end else begin
		if (~(write & cms_cs)) begin
			cms_wr_tmr <= 6'b000000;
		end else if (~cms_wr_tmr_expire) begin
			cms_wr_tmr <= cms_wr_tmr + 1;		
		end	
	end
end
assign cd_sel = (fm_sel_latched | sb_sel_latched | joy_sel_latched | dma_sel_latched);
assign cd_chrdy_l = (fm_io_selected & (~s1_r_l | ~s0_w_l) & cmd) |
                    (cms_cs & cms_wait);
assign cms_wait = cms_wr_tmr_expire ? ~cms_dtack_l : 1'b1;
assign cms_cs = sb_sel_latched & ((addr_latched[3:1] == 3'b000) | (addr_latched[3:1] == 3'b001));
assign cms_wr = write & adl_l & ~cms_wr_tmr_expire & cms_wr_mask;
assign ior_l = ~(cd_sel & read);
assign iow_l = ~(cms_cs ? cms_wr : (cd_sel & write));
assign latched_a0 = addr_latched[0];
assign ym_cs_l = ~(fm_sel_latched & ~cmd);
assign joy_cs_l = ~(joy_sel_latched & ~cmd);
assign cms1_6_cs_l = ~(sb_sel_latched & (~cmd | ~adl_l) & (addr_latched[3:1] == 3'b000));    
assign cms7_12_cs_l = ~(sb_sel_latched & (~cmd | ~adl_l) & (addr_latched[3:1] == 3'b001));   
assign dsp_rst_cs_l = ~(sb_sel_latched & ~cmd & (addr_latched[3:1] == 3'b011));   
assign dsp_rd_cs_l = ~(sb_sel_latched & ~cmd & (addr_latched[3:1] == 3'b101));    
assign dsp_wr_cs_l = ~(sb_sel_latched & ~cmd & (addr_latched[3:1] == 3'b110));    
assign dav_cs_l = ~(sb_sel_latched & ~cmd & (addr_latched[3:1] == 3'b111));       
assign bufdir = write;
assign bufen_l = ~(((cd_setup & ~m_io_latched) || cd_sel) & ~cmd);
assign pos_read = cd_setup & read & ~m_io_latched & ~cmd;
assign pos_write = cd_setup & write & ~m_io_latched;
assign d = pos_read ? pos_data_bus : 8'bZ;
always @ (addr_latched or pos_reg0 or pos_reg1) begin
    case (addr_latched[2:0])
        3'b000: pos_data_bus <= 8'h85;           
        3'b001: pos_data_bus <= 8'h50;           
        3'b010: pos_data_bus <= {7'b0000000, pos_reg0};  
        3'b011: pos_data_bus <= pos_reg1;                
        3'b100: pos_data_bus <= 8'h00;
        3'b101: pos_data_bus <= 8'h00;
        3'b110: pos_data_bus <= 8'h00;
        3'b111: pos_data_bus <= 8'h00;
    endcase
end
always @ (posedge cmd or posedge chreset) begin
    if (chreset) begin
        pos_reg0 <= 1'b0;
        pos_reg1 <= 8'h00;
    end else if (pos_write) begin
        case (addr_latched[2:0])
            3'b010: pos_reg0 <= d[0];  
            3'b011: pos_reg1 <= d;     
        endcase
    end
end
assign cden = pos_reg0;
assign dreq_gated = dreq & cden & ~(cd_sfdbk & ~cmd);
assign preempt = dreq_gated & ~dmacycle;
assign preempt_l = preempt ? 1'b0 : 1'bZ;
assign arb_en = dmacycle;  
genvar i;
generate
for (i = 0; i < 4; i = i + 1) begin:m
	assign arb[i] = (~arb_en | arb_out[i]) ? 1'bZ : 1'b0;
	assign arb_match[i] = (~card_arb[i] | arb[i]);
end
endgenerate
always @ (sb_pos_dma_bits) begin
    case (sb_pos_dma_bits)
        3'b000: card_arb <= 4'b0000;
        3'b001: card_arb <= 4'b0001;
        3'b010: card_arb <= 4'b0011;
        3'b011: card_arb <= 4'b0011;  
    endcase
end
assign arb_out[3] = card_arb[3];
assign arb_out[2] = card_arb[2] | ~arb_match[3];
assign arb_out[1] = card_arb[1] | ~arb_match[2] | ~arb_match[3];
assign arb_out[0] = card_arb[0] | ~arb_match[1] | ~arb_match[2] | ~arb_match[3];
assign arb_won = dmacycle & arb_match[0] & arb_match[1] & arb_match[2] & arb_match[3];
assign dack_l = ~(dma_sel_latched & ~cmd);
always @ (posedge arb_grant_l or posedge chreset) begin
	if (chreset) begin
		dmacycle <= 1'b0;
	end else begin
		dmacycle <= dreq_gated;
	end
end
assign dma_selected = dmacycle & ~m_io & arb_won & ~arb_grant_l;
endmodule
```
==> run notes <==
run results: CORE AREA=7730 um^2, number of I/O pins=approximately 67, crit path kind=reg2out, Syn Inst Count=~160, Post-Layout Cell Count=roughly 360, Die H=109 um, area delta synth->final=100%, Max stage delay cell, worst path=dfrtn_1, Critical Path Source Type=flip-flop, top cells by count, synth=dfrtp_1, nand2_1, nor2_1, met1 wire length=between 1500 and 2000 um, Final Hold Violating Endpoints=0, layout cells sized above 1=between 50% and 60%, Fillers=around 710, sequential-to-total area share from yosys stat=between 40% and 50%, row cnt=32, Largest logic family=simple AND/OR/NAND/NOR gates, Post-synth ARST share=approximately 100%, CP arrival=2590 ps, Yosys Chip Area=about 1400 um^2, setup repair after global routing missed its margin=true, Routed met3 length=between 600 and 700 um, Comb area=about 850 um^2, ys cells=about 160, # port buffers=~40, vias in the first global route=between 1500 and 2000, Worst VDD drop=0.831 mV, Largest stage delay, worst path=around 470 ps, CTS tree=built, global-route wire length before repair=around 7600 um, synthesized cell area=between 1000 and 1500 um^2, Top-area cell share=between 20% and 30%, Synth area leader=dfrtp_1, gr usage total=8.44%, DP Cell Count=302, top sig layer=met4, tool warnings=~47, total of max-cap violations=0, GP Congestion=between 0.7 and 0.8, Lkg Pwr=0.00130 uW, GRT overflow=0, antenna cells=0, Post-DP HPWL=about 3500 um, most used flip-flop cell=dfrtp_1, die area=11900 um^2, vias=1467, Worst setup EP type=output pin, final instance area=approximately 2900 um^2, 1st-iter DRT viols=between 40 and 50, Flop area=701 um^2, Hold WC Path Type=clk2reg, Simple-Gate Area Share=a little under a quarter, Die W=roughly 110 um, syn avg cell area=roughly 9.3 um^2, Cell Area, Placed=~2000 um^2, Pwr Density=~810 nW/um^2, Ys Warns=11, failing checks=setup timing, vias per inst=4.08, crit path max fanout=3, Routed Antenna Nets=0, multiplexer share of the synthesized area=0.697%, initial antenna violation count=0, metal2 WL=approximately 2200 um, worst path cell trace=nand2b_4 > buf_6 > nor2_4 > and3_4 > o21ai_4 > buf_2, post-route setup slack=-913 ps, most instantiated library cell after synthesis=dfrtp_1, FP Core Util=18.6%, Clock transition at path regs=~40 ps, Pre-Repair DR Iteration Count=4, CTS Hold Bufs=0, drc violations=0, largest net degree at the start of global routing=29, adder and majority cell fraction of the synthesized area=~2.6%, Final Skew=around 3.4 ps, ao+oa area frac=7.67%, Setup Viol. Count Final=49, drt total wl=between 5000 and 6000 um, critical path required time=1680 ps, Final Max Slew Viols=0, count of different cell masters after synthesis=36, synthesized flop and latch total=28, WL per Instance=around 14 um, top cells by area=dfrtp_1, dfrtn_1, buf_4, run status=finished with violations, flip-flops with a built-in enable=0, XOR/XNOR share of the synthesized area=4.27%
## layout make-up
class                   instances  area share, %
well taps                     102           4.45
inverters                      10           1.31
clock buffers                  46           18.1
clock inverters                 8           1.18
flip-flops and latches         28           24.4
repair buffers                 63           21.0
multi-input cells             103           29.6
## worst max-delay path: cells and delay by family (launching register included)
family / cells / cell delay, ps
AND/OR/NAND/NOR: 3 / 420
buffers and inverters: 2 / 230
flip-flops: 1 / 470
AND-OR/OR-AND: 1 / 50
## where the power goes
group / switching (uW) / internal [uW] / total, uW
logic: 57.6 / 81.1 / 139
registers: 4.66 / 550 / 555
clock network: 513 / 1130 / 1640
total: 575 / 1760 / 2340
## final timing paths
kind	from	endpoint	slack, ps	cells past startpoint
min in group clk3	pos_reg1[3]	pos_reg1[3]	370	0
min in group asynchronous	chreset	pos_reg0	390	3
max in group asynchronous	chreset	dma_sel_latched	590	3
max	sb_sel_latched	iow_l	-910	6
min in group clk1	cmd	dmacycle	140	3
max in group clk1	a[12]	dmacycle	180	6
max reg2reg	sb_sel_latched	cms_wr_tmr[2]	-290	6
min	arb_grant_l	dma_sel_latched	100	4
min reg2reg	pos_reg1[3]	pos_reg1[3]	370	0
max in group clk2	sb_sel_latched	cms_wr_tmr[2]	-290	6
## per-layer routing
layer / vias to the layer above / track usage (%)
met5: - / 0
met4: 0 / 7.34
met3: 25 / 8.78
met2: 89 / 10.3
met1: 664 / 7.77
li1: 689 / -
## kinds of logic (layout without fill, tap and decap cells)
kind of cell	count (synthesis)	after routing
AND/OR/NAND/NOR	62	62
buffers and inverters	35	127
flip-flops	28	28
AND-OR/OR-AND	18	18
XOR/XNOR	7	7
adder cells (fa/ha/maj)	3	3
other	1	12
multiplexers	1	1
## what timing repair did
item,in CTS,in global routing
pin swaps,18,15
endpoints found under the setup margin,54,50
gates cloned,1,0
buffers inserted,18,6
resized,126,29
## metrics by stage
step                TNS, ps  util [%]  total power (uW)  setup slack, ps  hold slack [ps]
floorplan             -3840         -               662             -635              176
global placement     -15410      26.5               731            -1060              177
detailed placement   -15740      26.5               731            -1070              177
CTS                  -18380      35.8              2350             -925              119
global route         -19430      37.1              2480             -972              152
finish               -17990      37.1              2340             -913             98.7
## placed cells by master (no fill, tap or decap), types with 3 or more instances in the layout
master and count:
a21oi_2 7, nor2_4 7, buf_4 18, ha_1 3, inv_1 16, nor2_1 4, clkdlybuf4s15_1 3, dfrtn_1 12
nor2_2 3, nand2b_4 3, conb_1 12, nand3_2 3, clkdlybuf4s50_1 17, xnor2_1 5, buf_8 3, clkbuf_8 26
dfrtp_1 16, buf_2 13, nand2_4 3, nand2_1 8, buf_6 25
## registers in the layout, summed over array words and instances, names as in the netlist
register	cells
addr_latched	4
cd_setup	1
cms_wr_tmr	6
dma_sel_latched	1
dmacycle	1
fm_sel_latched	1
joy_sel_latched	1
m_io_latched	1
pos_reg0	1
pos_reg1	8
read	1
sb_sel_latched	1
write	1
Power figures rest on the tool's default switching activity, not on a simulated workload.
